## flow/design.v

```verilog
module dmem (input clk, we,sbM,
input [31:0] a, wd,
output [31:0] rd);
reg [31:0] RAM[63:0];
assign rd = RAM[a[31:2]]; 
always @ (posedge clk)
if (we & ~sbM)
RAM[a[31:2]] <= wd;
else if (we & sbM)
RAM[a[31:2]] <= RAM[a[31:2]][31:8] & wd[7:0];
endmodule
```

## flow/run.sh

```bash
#!/bin/bash
# OpenROAD 26Q1-2900-gdf79404cd8, Yosys 0.63+post, stock flow scripts
make -C /OpenROAD-flow-scripts/flow DESIGN_CONFIG=/design/flow/config.mk WORK_HOME=/design/flow/orfs finish
```

## flow/config.mk

```make
export PLATFORM = sky130hd
export DESIGN_NAME = dmem
export DESIGN_NICKNAME = dmem
export VERILOG_FILES = /design/flow/design.v
export SDC_FILE = /design/flow/constraint.sdc
export NUM_CORES = 4
export LEC_CHECK = 1
export CORE_UTILIZATION = 50
```

## flow/constraint.sdc

```tcl
current_design dmem

set clk_period 51.8
set clk_io_pct 0.2

create_clock -name clk0 -period $clk_period [get_ports {clk}]

set non_clock_inputs [all_inputs -no_clocks]
set_input_delay [expr $clk_period * $clk_io_pct] -clock clk0 $non_clock_inputs
set_output_delay [expr $clk_period * $clk_io_pct] -clock clk0 [all_outputs]
```

==> reports/summary.log <==
qor: outcome.run_status finished clean
qor: detailed_routing.via_count 43,261
qor: worst_hold_path.hp-class reg2reg
qor: final_timing.fin_setup_tns 0 ns
qor: synthesis.ys.warnings.count 1
qor: synthesis.ys_ff 2,048
qor: finish.area.growth.synth_to_final 13.12%
qor: power.internal_power 2672 uW
qor: final_timing.post-route-min-period 25.65 ns
qor: synthesis.synth.largest_area_cell sky130_fd_sc_hd__edfxtp_1
qor: detailed_routing.routed_wire_length_per_instance 36.71 um
qor: final_timing.setup_viol 0
qor: final_timing.achievable-frequency 38.99 MHz
qor: floorplan.die-width 398.4 um
qor: clock_network.number_of_levels_the_h_tree_was_split_into 4
qor: detailed_routing.detail_route.wirelength 243.2 mm
qor: setup_path.cp_data_required_time 41.44 ns
qor: global_route.globalRouteTotalUtil 0.3517
qor: power.power.switching_fraction 0.2175
qor: synthesis.synth_top_area_share 0.7826
qor: setup_path.critical_path_peak_fanout 60
qor: final_timing.worst_slew_pin_slew 1.013 ns
qor: flow_run.warnings 55
qor: final_timing.finalClockPeriodUsage 0.4952
qor: setup_path.start_kind primary input
qor: placement.hpwl 135.6 mm
qor: synthesis.dominantRegCellSynth sky130_fd_sc_hd__edfxtp_1
qor: final_timing.rsz0062_at_grt false
qor: synthesis.post_synth_main_area_contributors sky130_fd_sc_hd__edfxtp_1 (78%), sky130_fd_sc_hd__mux4_2 (4.1%), sky130_fd_sc_hd__mux2i_1 (3.7%)
qor: setup_path.criticalPathCategory in2out
qor: power.p_clk_frac 0.400
qor: synthesis.synthArstFlopShare 0
qor: setup_path.critical_path_arrival 15.29 ns
qor: power.cellPowerDensity 38.41 nW/um2
qor: placement.numPortBuffers 72
qor: floorplan.die_area 158,800 um2
qor: setup_path.critical_path.endpoint_type primary output
qor: synthesis.edf_count 2,048
qor: clock_network.cts_resized 0
qor: synthesis.synthesis.instances 4,198
qor: synthesis.syn-cell-area 78,580 um2
qor: final_timing.final.setup_skew 0.03278 ns
qor: clock_network.cts.root.buffer_cell sky130_fd_sc_hd__clkbuf_16
qor: global_route.grt_antenna_before_repair 5
qor: finish.postLayoutCoreUtil 0.5691
qor: global_route.grt_overflow_total 0
qor: clock_network.cts-hold-fix-buffers 0
qor: placement.gp_congestion 0.9139
qor: power.power.combinational.fraction 0.060
qor: synthesis.yosysChipArea 78,580 um2
qor: floorplan.ios 99
qor: final_timing.timing.final.max_slew_violations 0
qor: finish.post_route_cells_drive_above_1_share 0.1856
qor: global_route.vias_in_the_first_global_route 45,015
qor: synthesis.ys_cells 4,198
qor: synthesis.number_of_different_library_cells_in_the_post_synthesis_netlist 63
qor: clock_network.ctsLongestPathBuffers 3
qor: final_timing.slew_headroom 0.3228
qor: floorplan.placementRows 145
qor: detailed_routing.avgViaCountPerCell 6.530
qor: clock_network.clock.latency.late_pin 0.84 ns
qor: global_route.grt_max_degree 120
qor: finish.stdcell_count 6,625
qor: floorplan.core_area 156,200 um2
qor: floorplan.initial_core_util 0.5031
qor: final_timing.timing_hold_violations_final 0
qor: finish.largest_register_ff_count 2,048
qor: power.p_sw 742.6 uW
qor: synthesis.syn_avg_cell_area 18.72 um2
qor: global_route.grt_pass1_wl 339.9 mm
qor: clock_network.cts.repair_timing.setup_buffer_count 0
qor: power.ir_drop 0.03184 mV
qor: clock_network.clk_pin_slew 0.06 ns
qor: final_timing.holdWs 1.330 ns
qor: power.power.static_leakage 0.02752 uW
qor: clock_network.tritoncts.num_buffers 203
qor: floorplan.chipHeight 398.4 um
qor: flow_run.cap_viol_max_count 0
qor: placement.place_inst 6,261
qor: detailed_routing.drc 0
qor: power.sequential_group_share_of_total_power 0.540
qor: clock_network.cts_tree built
qor: detailed_routing.initialDrtViolationCount 3,154
qor: detailed_routing.antenna_left 0
qor: synthesis.ys_seq_share 0.7826
qor: clock_network.clock_sink_count 2,048
qor: detailed_routing.first_pass_iters 6
==> power groups by stage <==
stage,Clock (uW),Combinational (uW),Sequential [uW]
4_1_cts,1380,203,1840
5_1_grt,1440,216,1840
6_report,1370,204,1840
==> final timing paths <==
kind,start,end,slack (ns),cells past startpoint
setup / recovery,a[4],rd[19],26.15,11
hold / removal,RAM[59][14],RAM[40][6],1.33,5
setup reg to reg,RAM[31][14],RAM[37][6],48.91,6
hold reg to reg,RAM[59][14],RAM[40][6],1.33,5
==> per-stage QoR <==
stage                     power [uW]  setup WS (ns)  area [um2]
after floorplan                 1990          29.34       78580
after global placement          2080          26.20       82800
after detailed placement        2082          26.22       82800
after CTS                       3431          26.23       88890
after global routing            3505          26.08       88890
final                           3414          26.15       88900
==> area by class of cell <==
| class | count | area (um2) |
|---|---|---|
| clock buffer | 268 | 5430 |
| multi-input combinational | 1862 | 16240 |
| tap | 2058 | 2575 |
| clock inverter | 92 | 655.6 |
| antenna | 4 | 10.01 |
| timing repair buffer | 290 | 2460 |
| fill | 11458 | 67310 |
| inverter | 3 | 21.27 |
| sequential | 2048 | 61500 |
==> cell usage after synthesis (19+ instances only) <==
cell type	n
sky130_fd_sc_hd__a21oi_1	99
sky130_fd_sc_hd__a221o_1	38
sky130_fd_sc_hd__a221oi_1	261
sky130_fd_sc_hd__a22oi_1	99
sky130_fd_sc_hd__and2_1	30
sky130_fd_sc_hd__buf_1	29
sky130_fd_sc_hd__buf_2	103
sky130_fd_sc_hd__buf_4	39
sky130_fd_sc_hd__clkbuf_1	101
sky130_fd_sc_hd__edfxtp_1	2048
sky130_fd_sc_hd__mux2_2	96
sky130_fd_sc_hd__mux2i_1	291
sky130_fd_sc_hd__mux4_2	143
sky130_fd_sc_hd__nand2_1	150
sky130_fd_sc_hd__nor2_1	194
sky130_fd_sc_hd__o21ai_0	126
sky130_fd_sc_hd__o22a_1	19
sky130_fd_sc_hd__o22ai_1	133
==> metal layers <==
layer,share of wire,vias up,global-route usage
li1,-,17878,-
met1,0.30,21481,0.4357
met2,0.46,3268,0.4885
met3,0.18,611,0.2692
met4,0.053,23,0.1303
met5,0.0037,-,0.03965
==> placed cells by master (no fill, tap or decap), types with 13 or more instances in the layout <==
cell,netlist,layout
sky130_fd_sc_hd__clkbuf_1,101,60
sky130_fd_sc_hd__nand2_1,150,148
sky130_fd_sc_hd__clkinv_1,1,43
sky130_fd_sc_hd__buf_4,39,211
sky130_fd_sc_hd__a221oi_1,261,261
sky130_fd_sc_hd__and2_2,0,26
sky130_fd_sc_hd__clkbuf_16,0,208
sky130_fd_sc_hd__a21oi_1,99,99
sky130_fd_sc_hd__nor2_4,0,62
sky130_fd_sc_hd__clkinv_2,0,32
sky130_fd_sc_hd__edfxtp_1,2048,2048
sky130_fd_sc_hd__o21ai_0,126,126
sky130_fd_sc_hd__a211oi_1,16,16
sky130_fd_sc_hd__o22a_1,19,19
sky130_fd_sc_hd__mux4_2,143,143
sky130_fd_sc_hd__nor2_1,194,131
sky130_fd_sc_hd__a22o_1,18,18
sky130_fd_sc_hd__clkdlybuf4s50_1,0,69
sky130_fd_sc_hd__o22ai_1,133,133
sky130_fd_sc_hd__mux2_2,96,96
sky130_fd_sc_hd__a22oi_1,99,99
sky130_fd_sc_hd__nand3_1,14,13
sky130_fd_sc_hd__mux2i_1,291,291
sky130_fd_sc_hd__a221o_1,38,38
==> critical path, cell delays in order <==
cell and delay, ns:
sky130_fd_sc_hd__buf_8 0.38, sky130_fd_sc_hd__buf_4 0.67, sky130_fd_sc_hd__buf_4 0.59, sky130_fd_sc_hd__inv_4 0.35, sky130_fd_sc_hd__buf_4 0.40, sky130_fd_sc_hd__nand2_1 0.36, sky130_fd_sc_hd__o22ai_1 0.12, sky130_fd_sc_hd__o21ai_0 0.51
sky130_fd_sc_hd__o21ai_0 0.32, sky130_fd_sc_hd__or4_1 0.62, sky130_fd_sc_hd__clkdlybuf4s50_1 0.43
==> kinds of logic (layout without fill, tap and decap cells) <==
kind of cell / count (synthesis) / in the layout / synth area share
buf+inv: 288 / 653 / 0.01842
compound gates: 873 / 873 / 0.08120
simple gates: 455 / 455 / 0.02532
other cells: 0 / 4 / 0
mux: 534 / 534 / 0.09247
flops: 2048 / 2048 / 0.7826
Power and IR drop assume default switching activity.
