[flow/config.mk]
export PLATFORM = sky130hd
export DESIGN_NAME = adder
export DESIGN_NICKNAME = adder
export VERILOG_FILES = /design/flow/design.v
export SDC_FILE = /design/flow/constraint.sdc
export NUM_CORES = 4
export LEC_CHECK = 1
export CORE_AREA = 10 10 85 85
export DIE_AREA = 0 0 95 95
[flow/constraint.sdc]
current_design adder

set clk_period 24.1
set clk_io_pct 0.2

create_clock -name clk0 -period $clk_period

set non_clock_inputs [all_inputs -no_clocks]
set_input_delay [expr $clk_period * $clk_io_pct] -clock clk0 $non_clock_inputs
set_output_delay [expr $clk_period * $clk_io_pct] -clock clk0 [all_outputs]
[flow/design.v]
module adder (input [31:0] a, b,
output [31:0] y);
assign y = a + b;
endmodule
[flow/run.sh]
#!/bin/bash
# OpenROAD 26Q1-2900-gdf79404cd8, Yosys 0.63+post, stock flow scripts
make -C /OpenROAD-flow-scripts/flow DESIGN_CONFIG=/design/flow/config.mk WORK_HOME=/design/flow/orfs finish
==> ci_impl_report.md <==
## Synthesis and layout report

| Metric | Value |
|---|---|
| Status | finished, final reports clean |
| Final hold violations | 0 |
| Die Wd | 95 um |
| WHS Endpoint | y[0] |
| DRC violations left | 0 |
| # resized after CTS | 0 |
| DR vias/cell | 5.22 |
| Min-delay src | b[0] |
| Commonest Layout Cell | clkdlybuf4s50_1 |
| Top cells, area | ha_1 22%, a21oi_1 8.3%, a21o_1 8.2% |
| Pre-Place Util | 31.9% |
| Maximum number of pins on one net before global-route repair | 11 |
| CP required | 19.28 ns |
| Post-Syn Area per Cell | 7.24 um^2 |
| Layout cells sized above 1 | 3.07% |
| DR iter-0 viols | 54 |
| Final setup fails | 0 |
| Register area | 0 um^2 |
| LEAKAGE | 1.18 nW |
| Register area share after synthesis | 0% |
| RSZ-0062 raised after global routing | no |
| Number of global-route vias before repair | 2036 |
| Routed WL per cell | 14.7 um |
| Stage-log warning count | 32 |
| # Cells Yosys | 241 |
| Final GP Congestion | 0.925 |
| CP startpoint kind | primary input |
| Die area | 9030 um^2 |
| Clock period minus worst slack | 12.54 ns |
| Tcrit/Tclk final | 52.0% |
| Yosys chip area | 1740 um^2 |
| Max-slew violations | 0 |
| Clkbuf count | 0 |
| Hold WS | 10.67 ns |
| First-pass GRT wire length | 9490 um |
| Synth area leader | ha_1 |
| Post-DRT Antenna Nets | 0 |
| Final design utilization | 50.3% |
| DR vias | 2079 |
| Post-CTS Hold Fix Bufs | 0 |
| Layout area overhead | 57.7% |
| PD cells | 29.1 nW/um^2 |
| Tot Pwr | 80.0 uW |
| Crit Path Max Fanout | 4 |
| Hold crit path type | primary input to primary output |
| Die Span Y | 95 um |
| Flip-flops | 0 |
| IO buf count | 96 |
| Number of max-cap violations | 0 |
| Final wirelength | 5840 um |
| Gate Count Post-Synth | 241 |
| Count of cell types in the netlist | 50 |
| Hpwl dp | 5120 um |
| Setup_tns | 0 ns |
| Critical Path End Type | primary output |
| Setup CP Type | primary input to primary output |
| Mapped cell area | 1740 um^2 |
| Fmax | 0.0797 GHz |
| Total congestion overflow | 0 |
| Hold path cells | 3 |
| CP arrival | 7.72 ns |
| Worst slew pin tran | 0.523 ns |
| FILL cells | 569 |
| Area share, top type | 22.2% |
| DR pass1 iterations | 4 |
| Post-CTS setup buffers | 0 |
| Core Area | 5470 um^2 |
| Initial antenna violation count | 0 |
| Max transition margin | 64.2% |
| Most numerous logic cells after layout | 96 x clkdlybuf4s50_1, 31 x ha_1, 29 x a21oi_1 |
| Ys Warns | 0 |
| N_diodes | 0 |
| IO Count | 96 |
| VDD IR max | 0.0000118 V |
| FP Rows | 27 |
| All-Layer GR Usage | 12.4% |
-- stage by stage --
step	setup WS (ns)	cell area, um^2	instances
finish	11.56	2750	398
global route	11.32	2750	398
CTS	11.52	2750	398
detailed placement	11.52	2750	398
global placement	11.55	2750	398
floorplan	12.63	1740	241
-- where the power goes --
part           switching, mW  leakage [nW]  total [mW]  internal (mW)
Clock                      0             0           0              0
Combinational         0.0318          1.18      0.0800         0.0483
Sequential                 0             0           0              0
-- routing by layer --
layer	global-route usage, %	vias to the layer above	part of all wire, %
li1	-	1103	-
met1	16.3	913	48
met2	21.1	61	44
met3	2.88	2	8.0
met4	0.623	0	0.50
met5	0	-	0
-- area by class of cell --
cell class                      instances  area (um^2)  share of cell area [%]
Timing Repair Buffer                   96          961                    34.9
Tap cell                               72         90.1                    3.27
Multi-Input combinational cell        224         1680                    61.0
Inverter                                6         22.5                   0.819
-- worst max-delay path, stage by stage --
cell             delay (ns)
clkdlybuf4s50_1        0.40
ha_1                   0.24
fa_1                   0.40
a21o_1                 0.22
a31o_2                 0.28
nand3_1                0.09
o221ai_1               0.21
a311oi_1               0.32
o21bai_1               0.10
xor2_1                 0.13
clkdlybuf4s50_1        0.49
-- synthesized netlist by cell type, types with 3 or more instances --
master and instances:
a211oi_1 3, a21o_1 19, a21oi_1 29, a31oi_1 3
clkbuf_1 8, ha_1 31, inv_1 6, nand2_1 18
nand3_1 10, nand4_1 8, nor2_1 12, nor3_1 4
o211ai_1 3, o21ai_0 13, o21bai_1 4, or2_2 3
xnor2_1 13, xor2_1 15
-- how the worst max path moves through the flow --
stage / slack, ns / end / from
after CTS: 11.52 / y[26] / a[0]
after global routing: 11.32 / y[31] / a[24]
final: 11.56 / y[26] / a[0]
-- kinds of logic after synthesis --
| logic type | share of synthesized area, % |
|---|---|
| AND-OR/OR-AND | 39.3 |
| XOR/XNOR | 14.1 |
| adder cells (fa/ha/maj) | 23.4 |
| buffers and inverters | 3.80 |
| multiplexers | 1.15 |
| AND/OR/NAND/NOR | 18.3 |
Power figures rest on the tool's default switching activity, not on a simulated workload.
